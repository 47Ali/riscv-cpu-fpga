$ cat design.v
module pc(
    input wire clk,
    input wire reset,
    input wire [31:0] next_pc,
    output reg [31:0] pc_out
);
    always @(posedge clk or posedge reset) begin
        if (reset)
            pc_out <= 32'h00000000;
        else
            pc_out <= next_pc;
    end
endmodule
$ cat run.sh
#!/bin/bash
# OpenROAD 26Q1-2900-gdf79404cd8, Yosys 0.63+post, stock flow scripts
make -C /OpenROAD-flow-scripts/flow DESIGN_CONFIG=/design/flow/config.mk WORK_HOME=/design/flow/orfs finish
$ cat config.mk
export PLATFORM = sky130hd
export DESIGN_NAME = pc
export DESIGN_NICKNAME = pc
export VERILOG_FILES = /design/flow/design.v
export SDC_FILE = /design/flow/constraint.sdc
export NUM_CORES = 4
export LEC_CHECK = 1
export CORE_AREA = 10 10 106 106
export DIE_AREA = 0 0 116 116
$ cat constraint.sdc
current_design pc

set clk_period 1.0
set clk_io_pct 0.2

create_clock -name clk0 -period $clk_period [get_ports {clk}]

set non_clock_inputs [all_inputs -no_clocks]
set_input_delay [expr $clk_period * $clk_io_pct] -clock clk0 $non_clock_inputs
set_output_delay [expr $clk_period * $clk_io_pct] -clock clk0 [all_outputs]
==> notes.md <==
Implementation run completed; key figures follow.

Routing:
- The run puts the number of design rule violations left after detail routing at 0.
- The run puts the average vias per placed instance at 2.50.
- The run gives the routed length per placed instance as 12.5 um.
- The final antenna diode tally reported by the flow is 0.
- The run gives the wire length reported by the detailed router as 2710 um.
- Before antenna repair, the detailed router went through 2 iterations.
- The run gives the number of violations reported at the end of detailed-routing iteration 0 as 15.
- The count of nets left with antenna violations once routing finished came out at 0.
- The run puts the count of vias placed by the detailed router at 541.

Run status:
- The flow ran to the end, and the final reports show no timing, DRC or antenna violations.

Synth:
- For reference, the top cells by area after synthesis are dfrtp_1 100%, inv_1 0.47%.
- The synthesized design spends more area on one cell type than any other, namely dfrtp_1.
- The run gives the cell count listed in synth_stat.txt as 33.
- The synthesized instance count is 33.
- The run gives the synthesis-stage register bit count as 32.
- The run puts the synthesized area per cell at 24.4 sq um.
- The run puts the cell area after synthesis at 805 sq um.
- The run gives the Yosys chip area as 805 sq um.
- The run puts the proportion of synthesized chip area in sequential cells at 0.995.
- The run puts the total of warnings raised by yosys at 1.
- Of the post-synthesis cell area, the dominant cell type holds 0.995.
- The number of different library cells used by synthesis comes to 2.

Die:
- The run gives the vertical die dimension as 116 um.
- The run puts the number of primary I/O pins at 66.
- The run puts the area of the core region at 8850 sq um.
- The run gives the area of the die as 13500 sq um.
- The run gives the row count as 34.
- The run gives the horizontal die dimension as 116 um.
- The run puts the floorplan core density at 0.0909.

Cells and area:
- The run puts the number of multi-input logic gates at 0.
- The largest register by flop count is pc_out.
- The final report gives the standard cell area, fillers excluded, as 1550 sq um.
- The run gives the ratio of cells with drive above 1 in the final layout as 0.370.
- Per the layout area report, the combinational gate area comes to 0 sq um.
- The largest registers in the layout are pc_out x32.
- From synthesis to final layout, the design area changed by 92.4%.
- The run puts the final cell count without fillers at 216.
- The run puts the flip-flop count of the largest register after layout at 32.

Final timing:
- Per the finish-stage timing summary, setup violations number 0.
- Setup repair after global routing could not meet its margin everywhere.
- The run gives the final number of hold-violating endpoints as 0.
- The smallest clock period supported by the final layout is computed as 0.959 ns.
- The run puts the worst max-slew margin expressed relative to the limit at 0.907.
- Post-route period utilization is reported as 0.959.
- Across all setup checks in the final design, the least slack found is 0.0409 ns.
- The run puts the actual transition at the worst max-transition pin at 0.139 ns.
- Counting pins that exceed their max-slew limit in the final report gives 0.
- The run gives the fmax as 1040 MHz.
- The run gives the worst-case hold slack as 0.288 ns.

GRT:
- For this run the aggregate overflow at the end of global routing stands at 0.
- The run puts the largest net degree at the start of global routing at 26.
- The run puts the total global routing track utilization at 0.0393.
- The number of antenna violations at the first check in global routing came to 0.
- The run gives the wire length of the first global-routing pass as 4040 um.
- The run puts the via count of the first global-routing pass at 668.

Critical path:
- In this run the critical path is formed by buf_2.
- The run gives the maximum fanout along the worst path as 1.
- The run gives the biggest cell delay along the critical path as 0.36 ns.
- The worst setup path is captured at a primary output.
- The cell family contributing the most delay on the critical path is flip-flops.
- The run puts the required time at the endpoint of the critical path at 0.80 ns.
- For this design, the slowest cell found on the critical path is dfrtp_1.
- The worst setup path is of the flop to primary output kind.
- The run gives the arrival time of data at the critical path endpoint as 0.76 ns.
- The run gives the critical path launch point type as a flop.
- The number of buffers and inverters on the critical path is 1.

Clock tree:
- The run puts the total setup buffers inserted after CTS at 0.
- The run puts the count of hold buffers inserted by post-cts repair at 0.
- On the reported timing paths, the clock transition at the registers reads 0.07 ns.
- Post-CTS repair ended up resizing 103 cells.
- The run gives the clock net sink count as 32.
- TritonCTS built the clock tree.
- In this run the number of H-tree levels came out at 2.
- Clock tree synthesis inserted a total of 5 buffers.
- The cell sitting at the root of the clock tree is a clkbuf_8.
- In this run the deepest clock path goes through 2 buffers.

Placement:
- The run puts the final RePlAce weighted congestion at 0.665.
- The run puts the setup slack at placement at -0.0192 ns.
- The run gives the number of placed instances, taps included as 208.
- The count of buffers added on input and output ports is 65.
- The run gives the post-placement cell area as 1620 sq um.

Flow run:
- The run puts the warning total across the stage logs at 26.
- Per the run summary, max-cap violations total 0.

Power and ir drop:
- The run gives the power density relative to cell area as 1660 nW/um^2.
- The run puts the leakage power figure at 0.693 nW.
- The worst VDD IR drop from the latest analysis is 0.573 mV.
- The run puts the total power at 0.00257 W.

Worst hold path:
- In this run the worst hold path is classified as input pin to async pin.
==> layout make-up <==
class / instances / area [sq um]
clock buffers: 8 / 90.1
fillers: 981 / 7300
inverters: 1 / 3.75
flip-flops and latches: 32 / 801
well taps: 108 / 135
repair buffers: 67 / 518
==> kinds of logic (layout without fill, tap and decap cells) <==
kind of cell | count (synthesis) | in the layout | synth area share
buffers and inverters | 1 | 76 | 0.00466
flip-flops | 32 | 32 | 0.995
==> metal layers <==
metal,up-vias,wire length [um],global-route usage
met3,0,525,0.0340
li1,245,-,-
met1,243,1080,0.0462
met4,0,0,0.00334
met5,-,0,0
met2,53,1100,0.0554
==> through the flow <==
stage          TNS (ns)  utilization
4_1_cts               0        0.175
3_5_place_dp    -0.0545        0.183
3_3_place_gp    -0.0531        0.183
5_1_grt        -0.00294        0.175
2_1_floorplan         0            -
6_report              0        0.175
==> report_power, final <==
group	switching [W]	internal [W]
logic	0.0000614	0.000164
registers	0.0000134	0.00136
clock network	0.000407	0.000560
==> synth_stat cells <==
cell type,count
dfrtp_1,32
inv_1,1
==> worst paths after layout <==
path | from | end | slack [ns] | cells past startpoint
setup / recovery | pc_out[13] | pc_out[13] | 0.04 | 1
hold / removal | reset | pc_out[14] | 0.29 | 3
max in group asynchronous | reset | pc_out[10] | 0.56 | 3
min in group clk0 | next_pc[13] | pc_out[13] | 0.36 | 1
==> layout by cell type (no fill, tap or decap), drive strengths merged <==
master         count
inv                1
buf               34
dfrtp             32
clkbuf             8
clkdlybuf4s50     33
Power and IR drop assume default switching activity.
