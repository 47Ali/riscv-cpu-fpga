File: flow/run.sh
#!/bin/bash
# OpenROAD 26Q1-2900-gdf79404cd8, Yosys 0.63+post, stock flow scripts
make -C /OpenROAD-flow-scripts/flow DESIGN_CONFIG=/design/flow/config.mk WORK_HOME=/design/flow/orfs finish
File: flow/config.mk
export PLATFORM = sky130hd
export DESIGN_NAME = data_mem
export DESIGN_NICKNAME = data_mem
export VERILOG_FILES = /design/flow/design.v
export SDC_FILE = /design/flow/constraint.sdc
export NUM_CORES = 4
export LEC_CHECK = 1
export CORE_UTILIZATION = 40
export SYNTH_MEMORY_MAX_BITS = 65536
File: flow/constraint.sdc
current_design data_mem

set clk_period 55.9
set clk_io_pct 0.2

create_clock -name clk0 -period $clk_period [get_ports {clk}]

set non_clock_inputs [all_inputs -no_clocks]
set_input_delay [expr $clk_period * $clk_io_pct] -clock clk0 $non_clock_inputs
set_output_delay [expr $clk_period * $clk_io_pct] -clock clk0 [all_outputs]
File: flow/design.v
module data_mem(
    input wire clk,
    input wire mem_read,
    input wire mem_write,
    input wire [31:0] addr,
    input wire [31:0] write_data,
    output wire [31:0] read_data
);
    reg [31:0] mem [0:255];
    initial begin
    end
    always @(posedge clk) begin
        if (mem_write) begin
            mem[addr[9:2]] <= write_data;
        end
    end
    assign read_data = mem_read ? mem[addr[9:2]] : 32'b0;
endmodule
==> results.ini <==
[outcome]
status=finished, final reports clean

[cts]
cts_hold_buffers=0
root_buffer=clkbuf_16
cts.htree.levels=6
post-cts-setup-buffer-count=0
cts_resized=0
cts_tree=built
clk_path_buf_depth=4
cts_buffers=789
cts.clk_slew.worst_paths_ns=0.06
clock-sinks=8192

[run]
max_cap_violations=0
warnings=50

[synth]
async_reset_ff_frac=0
yosysSeqAreaShare=0.783
synth-edff-count=8192
numSynthFlops=8192
ys_warn_count=1
postSynthAreaPerCell_um2=20.5
synthFlopType=edfxtp_1
yosys_cells=15300
yosys-stat-area_um2=314000
netlist_instances=15300
ys_types=56
netlist_area_um2=314000

[floorplan]
dieArea_um2=789000
die.size.y_um=888
die_w_um=888
fp-utilization=0.401
fp-row-count=325
io_pins=99
coreArea_um2=783000

[power_and_ir_drop]
power.leakage_nw=112
ir_worst_vdd_mv=0.0398
seqPwrFrac=0.542
p_comb_frac=0.049
power.density_nw_per_um2=35.0
p_int_mw=9.78
p_sw_frac=0.217
switchingPower_mw=2.71
clock_power_share=0.408

[routing]
dr_total_vias=157000
drc=0
route.antenna.remaining_nets=0
totalWireLength_um=902000
drtIter0Drc=10500
dr.pass1.iters=5
wire_per_inst_um=33.1
via_per_inst=5.75

[critical_path]
path_common_cell=buf_4
cp.required_ns=44.72
critPathMaxStageDelay_ns=0.77
crit_type=in2out
cp-end-kind=output port
cpMaxStageDelayCell=buf_4
worstPathCellList=buf_16 > buf_4 > buf_4 > buf_4 > buf_4 > buf_4 > buf_4 > buf_4 > buf_4 > buf_4 > buf_4 > mux2i_1 > o22ai_1 > nor4_1 > nand4_1 > a21oi_1 > a2111oi_2 > buf_4 > clkdlybuf4s50_1
start_kind=primary input
critPathMaxFanout=68
crit_arrival_ns=21.03

[global_route]
grt_pass1_vias=169000
grt_antenna_before_repair=51
gr-usage-all-layers=0.251
overflow=0
grt_pass1_wl_um=1260000
grt_max_degree=98

[final_timing]
whs_ns=10.40
relSlewSlack=0.244
setup_viol=0
tightest_slew_ns=1.12
fin_crit_ns=32.21
fmax_mhz=31.0
fin_tns_setup_ns=0
hold_viol=0
rsz0062_at_grt=no
fin_crit_sh=0.576
slew_violations=0

[worst_hold_path]
hold_class=in2reg

[layout]
drive_above_1_share=0.227
final_common_cell=edfxtp_1
final_cell_mix=edfxtp_1, mux2i_1, mux4_2
largest_reg_flops=8192
area_growth_pct=13.7

[placed_design]
gp_congestion=0.902
place_hpwl_um=524000
port_buffers=74

per-layer routing:
layer | vias up | routed length [um] | track usage
met4 | 81 | 38500 | 0.0793
met2 | 11200 | 392000 | 0.338
met1 | 78400 | 271000 | 0.280
met5 | - | 2590 | 0.0235
met3 | 1611 | 199000 | 0.243
li1 | 65700 | - | -
path summary, 6_finish.rpt:
kind | cells past startpoint | slack [ns] | to | from
worst max-delay path | 19 | 23.69 | read_data[12] | addr[3]
worst min-delay path | 1 | 10.40 | mem[212][2] | write_data[2]
layout make-up:
| type | count | area, um2 |
|---|---|---|
| Antenna cell | 28 | 70.1 |
| Sequential cell | 8192 | 246000 |
| Multi-Input combinational cell | 6184 | 65800 |
| Clock buffer | 985 | 20700 |
| Clock inverter | 458 | 3790 |
| Tap cell | 10500 | 13100 |
| Timing Repair Buffer | 962 | 7790 |
| Fill cell | 64000 | 426000 |
| Inverter | 3 | 18.8 |
Yosys cell counts, drive strengths merged (2+ instances only):
library cell,number,area share
edfxtp,8192,0.78
mux2i,1418,0.045
mux4,1154,0.083
buf,545,0.011
nor2,480,0.0057
o22ai,416,0.0083
a21oi,383,0.0061
clkbuf,379,0.0045
o21ai,354,0.0056
mux2,348,0.012
nor2b,192,0.0038
a2111oi,186,0.0054
a211oi,181,0.0043
nand3,181,0.0029
nand2,167,0.0020
nand4,135,0.0027
a221oi,126,0.0035
nor4,95,0.0022
a22oi,70,0.0017
o221ai,62,0.0017
nor3,38,0.00062
and3,34,0.00068
a22o,32,0.00089
o211ai,31,0.00074
or4,31,0.00074
o32ai,30,0.00084
and2,8,0.00016
nand4bb,5,0.00018
nand2b,4,0.000080
nand4b,4,0.00011
inv,3,0.000036
or2,3,0.000060
and2b,2,0.000048
and4,2,0.000056
o22a,2,0.000056
or4b,2,0.000064
stage by stage:
stage	cells	utilization	setup WS, ns	cell area, um2	power, mW
floorplan	15300	-	31.42	314000	7.19
global placement	25800	0.425	23.67	333000	7.51
detailed placement	25800	0.425	23.63	333000	7.51
CTS	27200	0.456	23.64	357000	12.6
global route	27300	0.456	23.22	357000	12.8
finish	27300	0.456	23.69	357000	12.5
power by group through the flow:
stage	Sequential, mW	Combinational, mW	Clock [mW]
finish	6.77	0.615	5.10
global route	6.77	0.652	5.40
CTS	6.77	0.612	5.17
cell families after synthesis:
| group | share of synthesized area |
|---|---|
| AOI/OAI and AO/OA | 0.0393 |
| buffers and inverters | 0.0151 |
| DFF | 0.783 |
| muxes | 0.140 |
| and+or+nand+nor | 0.0222 |
worst max-delay path: cells and delay by family:
family / cells / cell delay (ns)
AND-OR/OR-AND: 3 / 0.54
multiplexers: 1 / 0.28
AND/OR/NAND/NOR: 2 / 1.20
buffers and inverters: 13 / 7.46
Power is estimated from default activity; no workload was simulated.
