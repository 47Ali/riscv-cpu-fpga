**flow/config.mk**
```make
export PLATFORM = sky130hd
export DESIGN_NAME = execute
export DESIGN_NICKNAME = execute
export VERILOG_FILES = /design/flow/design.v
export SDC_FILE = /design/flow/constraint.sdc
export NUM_CORES = 4
export LEC_CHECK = 1
export CORE_UTILIZATION = 30
```
**flow/constraint.sdc**
```tcl
current_design execute

set clk_period 33.5
set clk_io_pct 0.2

create_clock -name clk0 -period $clk_period [get_ports {clk}]

set non_clock_inputs [all_inputs -no_clocks]
set_input_delay [expr $clk_period * $clk_io_pct] -clock clk0 $non_clock_inputs
set_output_delay [expr $clk_period * $clk_io_pct] -clock clk0 [all_outputs]
```
**flow/design.v**
```verilog
module alu (
    input wire [31:0] a, b,
    input wire [3:0] alu_control,
    output reg [31:0] result,
    output wire zero
);
    assign zero = (result == 0);
    always @(*) begin
        case (alu_control)
            4'b0000: result = a & b;                      
            4'b0001: result = a | b;                      
            4'b0010: result = a + b;                      
            4'b0110: result = a - b;                      
            4'b0011: result = a ^ b;                      
            4'b0100: result = a << b[4:0];                
            4'b0101: result = a >> b[4:0];                
            4'b1101: result = $signed(a) >>> b[4:0];      
            4'b0111: result = ($signed(a) < $signed(b)) ? 1 : 0;  
            4'b1000: result = (a < b) ? 1 : 0;            
            4'b1001: result = a * b;                      
            default: result = 0;
        endcase
    end
endmodule
module alu_control (
    input wire [1:0] ALUOp,
    input wire [2:0] funct3,
    input wire [6:0] funct7,
    output reg [3:0] alu_control
);
    always @(*) begin
        case (ALUOp)
            2'b00: alu_control = 4'b0010;   
            2'b01: alu_control = 4'b0110;   
            2'b10: begin   
                case ({funct7, funct3})
                    10'b0000000_000: alu_control = 4'b0010;  
                    10'b0100000_000: alu_control = 4'b0110;  
                    10'b0000000_001: alu_control = 4'b0100;  
                    10'b0000000_010: alu_control = 4'b0111;  
                    10'b0000000_011: alu_control = 4'b1000;  
                    10'b0000000_100: alu_control = 4'b0011;  
                    10'b0000000_101: alu_control = 4'b0101;  
                    10'b0100000_101: alu_control = 4'b1101;  
                    10'b0000000_110: alu_control = 4'b0001;  
                    10'b0000000_111: alu_control = 4'b0000;  
                    10'b0000001_000: alu_control = 4'b1001;  
                    default: alu_control = 4'b1111;  
                endcase
            end
            2'b11: begin   
                case (funct3)
                    3'b000: alu_control = 4'b0010;  
                    3'b010: alu_control = 4'b0111;  
                    3'b011: alu_control = 4'b1000;  
                    3'b100: alu_control = 4'b0011;  
                    3'b110: alu_control = 4'b0001;  
                    3'b111: alu_control = 4'b0000;  
                    3'b001: alu_control = 4'b0100;  
                    3'b101: alu_control = (funct7[5]) ? 4'b1101 : 4'b0101;  
                    default: alu_control = 4'b1111;
                endcase
            end
            default: alu_control = 4'b1111;
        endcase
    end
endmodule
module execute (
    input wire clk,
    input wire reset,
    input wire we,                      
    input wire [1:0] alu_op,           
    input wire [4:0] rs1, rs2, rd,     
    input wire [31:0] instr,           
    input wire alu_src,                
    input wire [2:0] funct3,
    input wire [6:0] funct7,
    input wire [31:0] wb_data,         
    output wire [31:0] alu_result,
    output wire zero,
    output wire [31:0] rd1, rd2,
    output wire [31:0] reg5
);
    wire [31:0] op2;
    wire [3:0] alu_control;
    wire [31:0] imm;
    regfile rf (
        .clk(clk),
        .reset(reset),
        .we(we),
        .rs1(rs1),
        .rs2(rs2),
        .rd(rd),
        .wd(wb_data),
        .rd1(rd1),
        .rd2(rd2),
        .x5(reg5)
    );
    alu_control alu_ctl (
        .ALUOp(alu_op),
        .funct3(funct3),
        .funct7(funct7),
        .alu_control(alu_control)
    );
    imm_gen imm_generator (
        .instr(instr),
        .imm_out(imm)
    );
    assign op2 = (alu_src) ? imm : rd2;
    alu alu_core (
        .a(rd1),
        .b(op2),
        .alu_control(alu_control),
        .result(alu_result),
        .zero(zero)
    );
endmodule
module imm_gen (
    input wire [31:0] instr,
    output reg [31:0] imm_out
);
    always @(*) begin
        case (instr[6:0])
            7'b0010011,  
            7'b0000011,  
            7'b1100111:  
                imm_out = {{20{instr[31]}}, instr[31:20]};
            7'b0100011:  
                imm_out = {{20{instr[31]}}, instr[31:25], instr[11:7]};
            7'b1100011:  
                imm_out = {{19{instr[31]}}, instr[31], instr[7], instr[30:25], instr[11:8], 1'b0};
            7'b0110111,  
            7'b0010111:  
                imm_out = {instr[31:12], 12'b0};
            7'b1101111:  
                imm_out = {{11{instr[31]}}, instr[31], instr[19:12], instr[20], instr[30:21], 1'b0};
            default:
                imm_out = 32'b0;
        endcase
    end
endmodule
module regfile (
    input wire clk,
    input wire reset,
    input wire we,                          
    input wire [4:0] rs1, rs2, rd,          
    input wire [31:0] wd,                   
    output wire [31:0] rd1, rd2,            
    output wire [31:0] x5                   
);
    reg [31:0] regs [0:31];
    assign rd1 = (rs1 == 0) ? 0 : regs[rs1];
    assign rd2 = (rs2 == 0) ? 0 : regs[rs2];
    assign x5  = regs[5];
    integer i;
    always @(posedge clk) begin
        if (reset) begin
            for (i = 0; i < 32; i = i + 1)
                regs[i] <= 0;
        end else if (we && (rd != 0)) begin
            regs[rd] <= wd;
        end
    end
endmodule
```
**flow/run.sh**
```bash
#!/bin/bash
# OpenROAD 26Q1-2900-gdf79404cd8, Yosys 0.63+post, stock flow scripts
make -C /OpenROAD-flow-scripts/flow DESIGN_CONFIG=/design/flow/config.mk WORK_HOME=/design/flow/orfs finish
```
==> flow_summary.toml <==
# physical design summary
[status]
status = "finished clean"

[global_routing]
grt_max_degree = 76
overflow = 0
grt_pass1_vias = 64400
grt_pass1_wl_mm = 506
track_usage_pct = 28.6
grt_antenna_before_repair = 27

[placement]
gp_congestion = 1.03
place_ws_ns = 6.46
port_buffers = 223
place_area_sq_um = 86700
hpwl_mm = 250

[power]
p_per_area_nw_per_um2 = 97.4
p_leak_nw = 34.6
peakVddDrop_v = 0.000280

[cells_and_area]
final_area_sq_um = 90400
area_growth_pct = 13.0
reg_top3 = "rf.regs (1024)"
largest_register_ffs = 1024
top_register = "rf.regs"
drive_above_1_share_pct = 15.4
fillers = 25600

[route]
drc = 0
first_pass_iters = 23
drt_wl_total_mm = 364
dr.first_iter.drc_count = 5131
wl_per_cell_microns = 34.0
viasPerCell = 5.68
routed-via-count = 60800
ant_nets = 0

[sta]
fin_crit_ns = 27.00
worst_slack_ns = 6.50
relSlewSlack_pct = 19.5
finalSetupViolations = 0
fmax_ghz = 0.0370
tightest_slew_ns = 1.17
setup_tns_ns = 0
rsz0062_at_grt = "no"
hold_slack_ns = 6.51
fin_crit_sh_pct = 80.6
finalMaxSlewViolations = 0
hold_viol_final = 0

[yosys]
synth_top_cell_by_count = "edfxtp_1"
synth_cells = 6994
yosysCellCount = 6994
edf_count = 1024
syn_area_sq_um = 80000
area_leaders = "edfxtp_1, mux4_2, fa_1"
dominantRegCellSynth = "edfxtp_1"
ys_seq_elements = 1024
async_reset_ff_share_pct = 0
yosys_warnings = 4
synth_top_area_share_pct = 38.4
synth_cell_types = 112
yosys_area_sq_um = 80000
yosysSeqAreaShare_pct = 38.4
top_area_cell = "edfxtp_1"
synthTopCellsByCount = "edfxtp_1, and2_1, inv_1"
avgSynthCellArea_sq_um = 11.4

[clock_network]
cts_tree = "built"
ctsHoldBuffers = 0
clk_pin_slew_worst_paths_ns = 0.06
post_cts_resized = 0
cts_root_buffer = "clkbuf_16"
clock-sinks = 1024
cts_buffers = 103
cts_max_path_buffers = 3
cts_setup_buffers = 0
cts_htree_levels = 3

[setup_path]
cp.required_ns = 26.80
crit_slowest_cell = "buf_4"
setup.worst_path.class = "in -> out"
crit_top_cell = "fa_1"
crit_path_end_kind = "output port"
cp_slowest_stage_delay_ns = 0.64
start_kind = "input port"
cp_max_fo = 44
arrival_ns = 20.30

[min_path]
holdCritPathClass = "in -> reg"

[floorplan]
dieWidth_microns = 518
dieArea_sq_um = 269000
fp_util_pct = 30.2
io_pins = 224
num_rows = 189
die_h_microns = 518
placeableCoreArea_sq_um = 265000

[job]
cap_violations = 0
warning_count = 91
-- cells in the final DEF (no fill, tap or decap), types with 46 or more instances in the layout --
cell,n
ha_1,220
edfxtp_1,1024
buf_4,311
nor2_1,456
nand3_1,72
o221ai_1,46
xnor2_1,71
mux4_2,438
mux2i_1,324
nand2_1,508
a21oi_1,174
fa_1,410
a22oi_1,85
clkdlybuf4s50_1,212
inv_1,539
and2_1,1009
o22ai_1,92
clkbuf_16,103
a211oi_1,47
o21ai_0,101
-- logic make-up after synthesis --
| group | after synthesis | synth area share, % |
|---|---|---|
| xor gates and xnor gates | 94 | 1.08 |
| AOI/OAI and AO/OA | 933 | 8.18 |
| adders and majority gates | 630 | 13.7 |
| and+or+nand+nor | 2374 | 15.5 |
| other | 1 | 0.00469 |
| muxes | 789 | 16.9 |
| buffers and inverters | 1149 | 6.22 |
| DFF | 1024 | 38.4 |
-- area by class of cell --
cell class / count / area, sq um / share of cell area (%)
diodes: 10 / 25.0 / 0.0277
flip-flops and latches: 1024 / 30700 / 34.0
clock inverters: 68 / 998 / 1.10
clock buffers: 117 / 2630 / 2.91
well taps: 3533 / 4420 / 4.89
repair buffers: 534 / 4600 / 5.09
multi-input cells: 4852 / 44800 / 49.6
inverters: 571 / 2150 / 2.38
-- stage by stage --
| step | cells | total power, mW | util, % |
|---|---|---|---|
| finish | 10700 | 8.81 | 34.1 |
| global route | 10700 | 9.25 | 34.1 |
| CTS | 10700 | 8.72 | 34.1 |
| detailed placement | 10500 | 7.45 | 32.7 |
| global placement | 10500 | 7.51 | 32.7 |
| floorplan | 7025 | 5.14 | - |
-- power by group --
group / leakage [nW] / internal (mW) / switching, mW
sequential: 9.75 / 1.48 / 0.0361
combinational: 23.1 / 2.31 / 3.72
clock: 1.76 / 0.737 / 0.525
-- metal layers --
layer | track usage [%] | vias to the layer above | part of all wire (%) | wire, microns
met3 | 19.0 | 1076 | 16 | 59400
li1 | - | 25100 | - | -
met4 | 15.6 | 40 | 7.3 | 26700
met2 | 41.6 | 4569 | 44 | 161000
met5 | 2.49 | - | 0.28 | 1020
met1 | 31.3 | 30000 | 32 | 116000
-- critical path: cells and delay by family --
kind | cells | cell delay (ns)
muxes | 3 | 1.72
xor gates and xnor gates | 1 | 0.16
and+or+nand+nor | 8 | 2.61
AOI/OAI and AO/OA | 7 | 1.53
buffers and inverters | 10 | 3.10
adders and majority gates | 10 | 4.39
-- worst paths after layout --
check,from,to,slack [ns],cells past startpoint
setup / recovery,rs2[0],zero,6.50,39
hold / removal,reset,rf.regs[0][30],6.51,1
Power is estimated from default activity; no workload was simulated.
